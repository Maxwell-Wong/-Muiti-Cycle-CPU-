--- flow/design.v ---
`timescale 1ns / 1ps
module ALU(
    input [31:0] A,B,
    input [2:0] ALUOp,
    output reg [31:0]result,
    output zero,sign
    );    
   always@(*)
    begin
       case(ALUOp)
        3'b000:result = A+B;
        3'b001:result = A-B;
        3'b010:result = B<<A;
        3'b011:result = A|B;
        3'b100:result = A&B;
        3'b101:result = A<B?1:0;
        3'b110:result = ((A<B&&A[31]==B[31])||(A[31]==1&&B[31]==0)?1:0);
        3'b111:result = A^B;
        default: result = 0;
        endcase
    end
   assign zero = result==0;
  assign sign = result[31]==1;
endmodule
--- flow/run.sh ---
#!/bin/bash
# OpenROAD 26Q1-2900-gdf79404cd8, Yosys 0.63+post, stock flow scripts
make -C /OpenROAD-flow-scripts/flow DESIGN_CONFIG=/design/flow/config.mk WORK_HOME=/design/flow/orfs finish
--- flow/config.mk ---
export PLATFORM = sky130hd
export DESIGN_NAME = ALU
export DESIGN_NICKNAME = ALU
export VERILOG_FILES = /design/flow/design.v
export SDC_FILE = /design/flow/constraint.sdc
export NUM_CORES = 4
export LEC_CHECK = 1
export CORE_UTILIZATION = 40
--- flow/constraint.sdc ---
current_design ALU

set clk_period 18.2
set clk_io_pct 0.2

create_clock -name clk0 -period $clk_period

set non_clock_inputs [all_inputs -no_clocks]
set_input_delay [expr $clk_period * $clk_io_pct] -clock clk0 $non_clock_inputs
set_output_delay [expr $clk_period * $clk_io_pct] -clock clk0 [all_outputs]
==> run summary <==
Implementation results. The run finished with clean final reports. After clock tree synthesis, the repair step resized 0 gates. According to the Yosys statistics, the synthesized design has a chip area of 7243 µm². Global-route wire length before repair landed at 50.43 mm. Post-synthesis cell count from yosys landed at ~1,100. Final count of pins violating max slew landed at 0.

Overflow left after global routing landed at 0. Setup repair after global routing left no endpoint under its margin. Met1 wire length landed at around 14 mm. Number of sequential cells landed at 0. Entering global routing, the biggest net connects approximately 48 pins. The first detailed-routing pass ran for 6 iterations. Per the placement log, port buffering inserted between 100 and 150 buffers. Clock buffers in the final layout number 0. Vias per cell landed at approximately 6.6. TritonRoute reported its final design rule violation total as 0. Routed wire length on met2 landed at ~15 mm. Stage-log warning count landed at 96. The run reported a max-capacitance violation count of 0.

Final estimated routing congestion in global placement landed at approximately 1.0. Post-synthesis instance total landed at 1,063. Signal nets in the final route climb as high as met4.

Sorting the synthesis cell report by count puts at the top ha_1. I/O pin count landed at about 100. For this run the detailed placement stage logged an HPWL of between 20 and 30 mm. The main area contributors are ha_1 17%, mux4_2 6.8%, a21oi_1 5.9%. For this block, the routed nets add up to approximately 34 mm of wire. The detail route stage leaves a number of antenna-violating nets equal to 0. The worst path in the final design needs a cycle of 12.70 ns, including I/O delays and setup. For the completed layout, the total cell area is recorded as 8319 µm². Headroom to the max-slew limit came out at 37.96%.

Of the cells placed in the final design, the portion with a size suffix greater than 1 is 6.642%. For reference, the critical path is launched at A[3]. Total count of hold-check failures in the final report landed at 0. Across the whole layout, storage elements account for 0 µm².

In this run the worst setup path terminates at zero. The highest clock rate this design can be run at is 78.77 MHz. Measured along the x axis, the die boundary spans 136.6 µm. Part of the cycle the worst path needs landed at 69.76%. The worst setup path is launched from an input pin.

Number of antenna repair diodes landed at 0. Vertical die dimension landed at approximately 140 µm. After floorplanning, the core was divided into between 40 and 50 placement rows. In the final routed layout, each cell accounts on average for between 20 and 30 µm.

Detailed routing placed a total of 2.878 mm of wire on met3. Count of synthesis-stage warnings from yosys landed at 1. Synthesis-to-finish area growth landed at 14.86%. The placement stage leaves a total instance area of 8319 µm². The script extracted a total leakage power of 3.469 nW. Detailed routing inserted a total of 8,765 vias. Number of buffers inserted for hold repair after clock tree synthesis landed at 0.

Summed over all routing layers, the global router reports a total usage of a little under two fifths. Data arrival time of the critical path landed at between 9 and 10 ns. Cell area power density landed at 33.24 nW/µm². The pin closest to its max-slew limit shows a slew of just over 0.9 ns. DRC marker count from the first detailed-route iteration landed at approximately 860.

Overall chip area landed at 18,650 µm². Buffer count from post-CTS setup fixing landed at 0. In the final report, the number of endpoints failing setup comes to 0. After floorplanning, the core was sized to cover 17,480 µm². Synthesized area divided by synthesized cell count landed at between 6 and 7 µm². Post-placement setup slack landed at roughly 5.6 ns.

After the flow finishes, the layout carries non-filler instances totaling roughly 1,300. By startpoint and endpoint, the worst setup path is classified as in -> out. STA classifies the critical path endpoint as a primary output. STA lists the startpoint of the worst hold path as A[0]. In this run, distinct cell masters in the synthesized netlist total 85. Worst voltage drop across the vdd grid landed at roughly 0.000018 V. Register share after synthesis landed at 0%. The area fraction of the largest cell type after synthesis is roughly 17%. For the final routed database, the setup TNS stands at 0 ns. The via count of the first global-routing pass came to ~8,000.

ha_1 takes more of the synthesized area than any other cell. STA lists the maximum fanout along the critical path as around 40. Data required time of the worst path landed at around 15 ns. The path class of the tightest hold or removal check is in -> out.

Including well taps, the total number of placed cells is around 1,300. The commonest cells after synthesis are 96 x ha_1, 94 x nor2_1, 89 x inv_1. The floorplan step records an initial core utilization of just over 40%. The critical path in the final layout is reported with a setup slack of around 5.5 ns. The initial antenna violation count was 0. Cell area after synthesis landed at just over 7000 µm².
## area by class of cell
cell class	instances	area (µm²)
Fill cell	1791	9158
Timing Repair Buffer	118	1129
Inverter	97	364.1
Tap cell	225	281.5
Multi-Input combinational cell	884	6545
## stage by stage
stage,hold slack [ns],total power [mW],utilization [%]
after CTS,8.608,0.2707,47.60
after floorplan,7.510,0.1672,-
final,8.627,0.2765,47.60
after global placement,8.609,0.2720,47.60
after detailed placement,8.592,0.2691,47.60
after global routing,8.711,0.2971,47.60
## logic make-up after synthesis
family	Yosys count	share of synthesized area, %
AOI/OAI and AO/OA	366	34.69
xor gates and xnor gates	22	2.764
adders and majority gates	98	17.14
buffers and inverters	179	9.673
muxes	71	13.82
and+or+nand+nor	327	21.92
## worst min path at each step
stage	to	slack [ns]	depth (start not counted)
finish	result[1]	8.63	6
global route	result[1]	8.71	6
CTS	result[1]	8.61	6
## cells in the final DEF (no fill, tap or decap), drive strengths merged, types with 7 or more instances in the layout
cell,n
clkdlybuf4s50,99
ha,96
inv,96
nor2,94
a21oi,86
nand2,79
o21ai,59
mux2i,37
a22oi,28
nor3,27
nand3,25
o22ai,23
mux4,22
xnor2,21
a211oi,21
buf,19
nor4,18
o211ai,16
a21o,13
nor2b,12
mux2,12
nand4,11
nand2b,10
a221oi,10
a2111oi,10
a31oi,10
or2,10
o21bai,9
o31ai,9
or3,8
and3,8
o221ai,8
and2,8
a211o,7
## metal layers
metal  up-vias  global-route usage [%]
met3        91                   4.233
met2       523                   59.11
met5         -                       0
li1       4050                       -
met4         0                   13.33
met1      4101                   52.00
## critical path: stages
cell and delay, ns:
clkdlybuf4s50_1 0.45, buf_4 0.37, inv_1 0.35, ha_1 0.50
or4_4 0.56, a2111oi_4 0.45, o21ai_2 0.14, a211o_1 0.34
a21oi_1 0.29, nor4_1 0.07, nand3b_1 0.23, a2111oi_0 0.67
nand4_1 0.32, nor3_2 0.17, clkdlybuf4s50_1 0.48
## power breakdown
group          leakage (nW)  switching, mW  internal [mW]
logic                  3.47          0.163          0.113
registers                 0              0              0
clock network             0              0              0
total                  3.47          0.163          0.113
Power and IR drop assume default switching activity.
