<file path="/design/flow/run.sh">
#!/bin/bash
# OpenROAD 26Q1-2900-gdf79404cd8, Yosys 0.63+post, stock flow scripts
make -C /OpenROAD-flow-scripts/flow DESIGN_CONFIG=/design/flow/config.mk WORK_HOME=/design/flow/orfs finish
</file>
<file path="/design/flow/config.mk">
export PLATFORM = sky130hd
export DESIGN_NAME = Register_File
export DESIGN_NICKNAME = Register_File
export VERILOG_FILES = /design/flow/design.v
export SDC_FILE = /design/flow/constraint.sdc
export NUM_CORES = 4
export LEC_CHECK = 1
export CORE_UTILIZATION = 40
</file>
<file path="/design/flow/constraint.sdc">
current_design Register_File

set clk_period 7.0
set clk_io_pct 0.2

create_clock -name clk0 -period $clk_period [get_ports {CLK}]

set non_clock_inputs [all_inputs -no_clocks]
set_input_delay [expr $clk_period * $clk_io_pct] -clock clk0 $non_clock_inputs
set_output_delay [expr $clk_period * $clk_io_pct] -clock clk0 [all_outputs]
</file>
<file path="/design/flow/design.v">
`timescale 1ns / 1ps
module Register_File(
    input [4:0] rs,
    input [4:0] rt,
    input [4:0] Write_Reg,
    input WE,CLK,
    input [31:0] Write_Data,
    output  [31:0] Read_Data1,
    output  [31:0] Read_Data2
    ); 
    reg [31:0] registers [0:31];
    integer i;
    initial begin  
             for (i = 0; i < 32; i = i+1) registers[i] <= 0;  
            end  
   assign  Read_Data1 = rs?registers[rs]:0;
   assign  Read_Data2 = rt?registers[rt]:0;
    always@(negedge CLK )
    begin
            if(WE&&Write_Reg) begin
            registers[Write_Reg] = Write_Data;
            end
    end
endmodule
</file>
==> metrics.yaml <==
grt:
  antenna_found_initial: 5
  gr-usage-all-layers_pct: 28.71
  grt_max_degree: 73
  grt_pass1_wl_mm: 219.8
  overflow: 0
  grt_pass1_vias: 35720
synthesis:
  synthFlopType: "edfxtp_1"
  top_cells_by_area: "edfxtp_1 (65%), mux4_2 (23%), mux2i_1 (3.1%)"
  ys_types: 36
  synth-seq-cells: 1024
  async_flop_share_pct: 0
  yosysCellCount: 2281
  yosysWarnings: 1
  synth_area_um2: 47000
  ys_seq_share_pct: 65.43
  edf_count: 1024
  largest_area_cell: "edfxtp_1"
  ys_chip_area_um2: 47000
  synth_cells: 2281
  syn_avg_cell_area_um2: 20.60
  top_area_share_pct: 65.43
clock_network:
  cts_tree: "yes"
  path_clk_slew_ps: 30
  root_buffer: "clkbuf_16"
  clkSinkCount: 1024
  clockBufferDepth: 3
  htree_levels: 3
  cts_buffers: 112
routing:
  drc: 0
  ant_nets: 0
  viasPerCell: 5.772
  diodes: 0
  wl_mm: 151.8
  firstDrtPassIters: 7
  routedWlPerCell_um: 29.07
  vias: 30140
  drtIter0Drc: 1857
min_path:
  hold_class: "in -> out"
  hold_depth: 4
layout:
  largest_register_ffs: 1024
  final_cell_mix: "inv_1 (1051), edfxtp_1 (1024), mux4_2 (471)"
  area_growth_pct: 29.47
  largest_registers: "registers x1024"
  largest-register: "registers"
  drive_above_1_share_pct: 32.23
  utilization_pct: 52.29
  lay_top_count: "inv_1"
  fin_area_um2: 60850
place:
  portBuffers: 112
  hpwl_mm: 87.39
  placed_area_um2: 51900
  place.gp.congestion: 0.8615
sta:
  finalMaxSlewViolations: 0
  setup_violations: 64
  worst_pin_slew_ps: 1037
  max-slew-margin-rel_pct: 30.72
  setup_slack_ps: -467.4
  rsz0062_at_grt: "yes"
  hold_violations: 0
  fin_tns_setup_ps: -19500
  hold_ws_ps: 3574
setup_path:
  cp_slowest_cell: "mux4_2"
  cp_num_buf_inv: 1
  critPathMaxFanout: 2
  crit_path_max_incr_delay_ps: 560
  cp_top_family: "multiplexers"
  endpoint_kind: "output pin"
  path_depth: 5
  crit_arrival_ps: 6070
  critPathLaunchType: "register"
  cp.required_ps: 5600
  crit_type: "reg -> out"
  cpMostUsedCell: "mux4_2"
  path_cells: "mux4_2 -> mux4_2 -> o22ai_4 -> nor3_4 -> buf_6"
job:
  maxCapViolCount: 0
  warnings: 1030
floorplanning:
  fp.dieH_um: 344.8
  num_rows: 125
  ios: 113
  coreArea_um2: 116400
  die_w_um: 344.8
  fp_util_pct: 40.39
  die_area_um2: 118900
power:
  totalPowerFinal_mw: 16.60
  p_leak_nw: 23.64
  p_per_area_nw_per_um2: 272.8
  irDropWorstVdd_mv: 0.2431
status:
  violations: "setup timing"
  status: "finished, violations left"
[path summary, 6_finish.rpt]
check                 slack [ps]                        start             end
worst max-delay path        -470  registers[31][14]$_DFFE_NP_  Read_Data1[14]
worst min-delay path        3570                        rt[4]  Read_Data2[19]
[stage by stage]
| stage | std cells | worst slack [ps] |
|---|---|---|
| detailed placement | 3981 | -506.3 |
| global route | 5222 | -527.0 |
| finish | 5222 | -467.4 |
| floorplan | 2312 | -319.9 |
| global placement | 3981 | -565.1 |
| CTS | 5215 | -472.3 |
[cells by family (layout without fill, tap and decap cells)]
logic type / count (synthesis) / in the layout / synth area share (%)
AND/OR/NAND/NOR: 152 / 152 / 1.688
buffers and inverters: 191 / 1577 / 2.098
multiplexers: 654 / 654 / 26.57
flip-flops: 1024 / 1024 / 65.43
other: 1 / 32 / 0.007979
AND-OR/OR-AND: 259 / 259 / 4.212
[final cells by class]
class | instances | area, um2
Fill cell | 8826 | 55520
Sequential cell | 1024 | 30750
Multi-Input combinational cell | 1097 | 17130
Clock inverter | 1112 | 4732
Timing Repair Buffer | 347 | 3392
Clock buffer | 117 | 2928
Tap cell | 1524 | 1907
Inverter | 1 | 3.754
[synth_stat cells, drive strengths merged, types with 16 or more instances]
cell,instances
mux2i,146
a211oi,36
clkbuf,84
a2111oi,32
edfxtp,1024
o221ai,29
buf,105
mux2,37
nor2,37
mux4,471
nor3,55
o22ai,83
nor2b,16
a22o,51
[metal layers]
layer | vias up | routed length [um] | global-route usage [%]
li1 | 12740 | - | -
met1 | 14640 | 46550 | 30.61
met2 | 2381 | 72120 | 40.43
met3 | 353 | 27060 | 24.90
met4 | 23 | 5534 | 11.99
met5 | - | 560 | 2.604
[what timing repair did]
action                     4_1_cts  5_1_grt
setup buffers                   22        7
pin swaps                      136       36
hold buffers                     0        0
setup endpoints to repair       64       64
resized                        448       23
[power breakdown]
group	switching [mW]	internal, mW	leakage, nW
Clock	3.87	4.44	7.35
Sequential	0.0376	6.89	9.25
Combinational	0.757	0.601	7.04
Total	4.66	11.9	23.6
Power is estimated from default activity; no workload was simulated.
